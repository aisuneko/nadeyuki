### /design/flow/design.v
module yukiyuna (
    input  wire       rst,
    input  wire [2:0] sel,
    input  wire       clk,
    input  wire       inc_btn,
    input  wire       dec_btn,
    output wire [7:0] out,
    output reg  [7:0] cnt,       
    output wire       vga_clk,
    output wire [7:0] led,
    output wire       rst_led
);
  reg [7:0] out_r;
  wire [7:0] si0_out, sq0_out, tr0_out, tr1_out, sa0_out, st0_out;
  sine si0 (
      .cnt(cnt),
      .clk(clk),
      .rst(rst),
      .out(si0_out)
  );
  square sq0 (
      .cnt(cnt),
      .rst(rst),
      .out(sq0_out)
  );
  triangle tr0 (
      .cnt(cnt),
      .rst(rst),
      .dir(1'b0),
      .out(tr0_out)
  );
  triangle tr1 (
      .cnt(cnt),
      .rst(rst),
      .dir(1'b1),
      .out(tr1_out)
  );
  saw sa0 (
      .cnt(cnt),
      .rst(rst),
      .out(sa0_out)
  );
  step st0 (
      .in (sa0_out),
      .rst(rst),
      .out(st0_out)
  );
  reg inc_btn_prev = 0;
  reg dec_btn_prev = 0;
  reg [7:0] acc = 1;
  always @(posedge clk or posedge rst) begin
    if (rst) begin
      cnt <= 0;
    end else begin
      if (inc_btn && !inc_btn_prev) begin
        acc <= acc + 8'd1;
      end
      if (dec_btn && !dec_btn_prev && acc > 2) begin
        acc <= acc - 8'd1;
      end
      inc_btn_prev <= inc_btn;
      dec_btn_prev <= dec_btn;
      if (cnt <= 8'd255) begin
        cnt <= cnt + acc;
      end else begin
        cnt <= 0;
      end
    end
  end
  always @(*) begin
    case (sel)
      3'd0: out_r <= si0_out;
      3'd1: out_r <= sq0_out;
      3'd2: out_r <= tr0_out;
      3'd3: out_r <= tr1_out;
      3'd4: out_r <= sa0_out;
      3'd5: out_r <= st0_out;
      default: out_r <= 8'd255;
    endcase
  end
  assign out = out_r;
  assign led = (8'd2 << sel);
  assign rst_led = rst;
  assign vga_clk = clk;
endmodule
module sine (
    input clk,
    input wire [7:0] cnt,
    input rst,
    output wire [7:0] out
);
  wire en = 1'b1;
  wire [7:0] s, c, c_tmp;
  wire signed [12:0] a;
  yukiyuna_cordic cordic0 (
      .clk   (clk),
      .areset(rst),
      .en    (en),
      .a     (a),
      .c     (c),
      .s     (s)
  );
  reg [7:0] out_r;
  localparam signed PI_SCALED = 13'd3216;   
  localparam signed STEP_SIZE = (13'd2 * PI_SCALED) / (1 << (13'd8));
  assign c_tmp = (c + 8'd64) >> 1;
  assign a = -PI_SCALED + (cnt * STEP_SIZE);
  always @(*) begin
    out_r = c_tmp;
  end
  assign out = out_r;
endmodule
module triangle (
    input wire [7:0] cnt,
    input rst,
    input dir,   
    output wire [7:0] out
);
  assign out = (rst ? 8'd0 : (dir ? (8'd128 - (cnt >> 1)) : (cnt >> 1)));
endmodule
module square (
    input wire [7:0] cnt,
    input rst,
    output wire [7:0] out
);
  assign out = (rst ? 8'd0 : ((cnt <= 8'd127) ? 8'd255 : 8'd0));
endmodule
module saw (
    input wire [7:0] cnt,
    input rst,
    output wire [7:0] out
);
  assign out = (rst ? 8'd0 : ((cnt <= 8'd127) ? cnt : (8'd255 - cnt)));
endmodule
module step (
    input wire [7:0] in,
    input rst,
    output wire [7:0] out
);
  localparam STEP = 8'd25;
  wire [7:0] remainder = in % STEP;
  assign out = (rst ? 8'd0 : (in - ((remainder < (STEP >> 1)) ? remainder : remainder - STEP)));
endmodule
### /design/flow/constraint.sdc
current_design saw

set clk_period 1.0
set clk_io_pct 0.2

create_clock -name clk0 -period $clk_period

set non_clock_inputs [all_inputs -no_clocks]
set_input_delay [expr $clk_period * $clk_io_pct] -clock clk0 $non_clock_inputs
set_output_delay [expr $clk_period * $clk_io_pct] -clock clk0 [all_outputs]
### /design/flow/config.mk
export PLATFORM = sky130hd
export DESIGN_NAME = saw
export DESIGN_NICKNAME = saw
export VERILOG_FILES = /design/flow/design.v
export SDC_FILE = /design/flow/constraint.sdc
export NUM_CORES = 4
export LEC_CHECK = 1
export CORE_AREA = 10 10 70 70
export DIE_AREA = 0 0 80 80
### /design/flow/run.sh
#!/bin/bash
# OpenROAD 26Q1-2900-gdf79404cd8, Yosys 0.63+post, stock flow scripts
make -C /OpenROAD-flow-scripts/flow DESIGN_CONFIG=/design/flow/config.mk WORK_HOME=/design/flow/orfs finish
==> ci_impl_report.md <==
## PnR job results

| Metric | Value |
|---|---|
| Worst setup margin | 0.0408 ns |
| Hpwl dp | 410 µm |
| Post-route DRC | 0 |
| Rows | 21 |
| Pwr/cell area | 374 mW/mm² |
| I/O pin cnt | 17 |
| HP Start | cnt[3] |
| Post-synthesis cell count | 17 |
| Area grow syn2layout | 225% |
| Synthesized area per cell | 6.48 µm² |
| RSZ-0062 raised after global routing | true |
| Startpoint types | input port |
| Delay-heaviest family, CP | buffers and inverters |
| Synth unique cells | 5 |
| Critical Path Start | cnt[4] |
| Most frequent cells in the layout | 7 x xnor2_2, 7 x nor2_1, 7 x buf_2 |
| Slew Viols, Final | 0 |
| Crit-path max FO | 1 |
| Total gr overflow | 0 |
| Via-to-Cell Ratio | 2.05 |
| Critical path capture point type | primary output |
| Fin util | 10.5% |
| Vias in the first global route | 185 |
| # fillers | 392 |
| Max IR drop VDD | 31.0 µV |
| Drt total wl | 550 µm |
| F_max | 1040 MHz |
| Pre-Repair DR Iteration Count | 1 |
| Top post-synthesis cells by area | xnor2_1 56%, nor2_1 24%, buf_6 10% |
| Buf/Inv on CP | 2 |
| Worst Path Required | 0.80 ns |
| Die X-Extent | 80 µm |
| First-pass GRT wire length | 876 µm |
| Hold Violations, Final | 0 |
| Cell area after synthesis | 110 µm² |
| Status | completed |
| Chip height | 80 µm |
| Slowest cell delay on critical path | 0.26 ns |
| Post-route minimum period | 0.959 ns |
| Setup WS pre-CTS | -0.673 ns |
| Synth top area share | 55.7% |
| Logic area | 144 µm² |
| DR iter-0 viols | 0 |
| Initial antenna violation count | 0 |
| FP Core Util | 3.22% |
| Seq share, synth | 0% |
| Die area | 0.00640 mm² |
| Critical path class | input port to primary output |
| Slowest stage cell, crit path | dlygate4sd2_1 |
| Final Power | 0.134 mW |
| Post-synth top area cell | xnor2_1 |
| Tcrit/Tclk final | 95.9% |
| Pin count of the biggest net entering global routing | 8 |
| Final ANT Viol Nets | 0 |
| PortBufs | 16 |
| Ant. Diodes | 0 |
| Total GRT Usage | 1.57% |
| Flip-flop and latch count | 0 |
| Vias | 164 |
| Worst hold path class | input port to primary output |
| Ys cells | 17 |
| Core area | 0.00342 mm² |
| Routed wire per std cell | 6.88 µm |
| Critical path arrival | 0.76 ns |
| Reg area | 0 µm² |
| GP Congestion | 0.776 |
| Post-synth area from yosys stat | 110 µm² |
| Share of cells above drive strength 1 | 55.9% |
| Setup violators final | 0 |
| Static leakage | 0.168 nW |
| Hold_buf cts | 0 |
| Cell Chain, Critical Path | dlygate4sd2_1 -> xnor2_2 -> nor2_1 -> buf_2 |
| Yosys warns | 0 |
| Max-cap violations | 0 |
| Tool warnings | 34 |
| Clkbuf count | 0 |
tightest hold or removal path: stages:
cell	delay, ns
clkbuf_2	0.11
xnor2_2	0.11
nor2_1	0.03
buf_2	0.10
final timing paths:
kind | slack [ns] | end | cells after the start
setup / recovery | 0.04 | out[4] | 4
hold / removal | 0.76 | out[3] | 4
layer usage:
layer / wire length [µm] / up-vias / track usage, %
met1: 187 / 69 / 1.66
met4: 0 / 0 / 0
met2: 211 / 14 / 2.57
met3: 151 / 0 / 1.25
met5: 0 / - / 0
li1: - / 81 / -
cell type report:
cell class / count / share of cell area [%]
multi-input cells: 15 / 40.2
repair buffers: 19 / 43.7
well taps: 46 / 16.1
cells in the mapped netlist:
cell,number
xnor2_1,7
buf_4,1
buf_6,1
nor2_1,7
conb_1,1
cells by family after synthesis:
| kind of cell | synth area share, % |
|---|---|
| buffers and inverters | 17.0 |
| xor gates and xnor gates | 55.7 |
| other | 3.41 |
| and+or+nand+nor | 23.9 |
per-stage QoR:
stage	area, µm²	cells	setup TNS [ns]	hold WS, ns
after floorplan	110	17	0	0.413
after global placement	317	78	-4.66	1.38
after detailed placement	317	78	-4.67	1.39
after CTS	363	81	-0.257	0.872
after global routing	358	80	-0.00637	0.792
final	358	80	0	0.755
timing repair:
item	CTS	global route
endpoints found under the setup margin	7	7
pin swaps	7	8
buffers inserted	3	0
resized	45	8
power by group:
part	internal [mW]	switching, mW
Sequential	0	0
Combinational	0.0879	0.0458
Clock	0	0
Total	0.0879	0.0458
Power and IR drop assume default switching activity.
